**flow/run.sh**
```bash
#!/bin/bash
# OpenROAD 26Q1-2900-gdf79404cd8, Yosys 0.63+post, stock flow scripts
make -C /OpenROAD-flow-scripts/flow DESIGN_CONFIG=/design/flow/config.mk WORK_HOME=/design/flow/orfs finish
```
**flow/config.mk**
```make
export PLATFORM = sky130hd
export DESIGN_NAME = drawNet
export DESIGN_NICKNAME = drawNet
export VERILOG_FILES = /design/flow/design.v
export SDC_FILE = /design/flow/constraint.sdc
export NUM_CORES = 4
export LEC_CHECK = 1
export CORE_AREA = 10 10 93 93
export DIE_AREA = 0 0 103 103
```
**flow/constraint.sdc**
```tcl
current_design drawNet

set clk_period 2.0
set clk_io_pct 0.2

create_clock -name clk0 -period $clk_period [get_ports {clock}]

set non_clock_inputs [all_inputs -no_clocks]
set_input_delay [expr $clk_period * $clk_io_pct] -clock clk0 $non_clock_inputs
set_output_delay [expr $clk_period * $clk_io_pct] -clock clk0 [all_outputs]
```
**flow/design.v**
```verilog
module drawNet (clock, gameStart, resetn, netDone, yNetOut);
	input clock;
	input resetn;
	input gameStart;
	output reg netDone;
	output reg [6:0] yNetOut;
	reg [6:0] counterY;
	reg [1:0] counterC;
	always@(posedge clock) begin
		if (resetn) begin
			netDone <= 1'b0;
			yNetOut <= 0;
			counterY <= 0;
			counterC <= 0;
		end
		else if((gameStart)&&(!netDone)) begin
			if(counterY < 120) begin
				yNetOut = counterY;
				counterY = counterY + 1'b1;
				counterC = counterC + 1'b1;
				if(counterC == 2'd2) begin
					counterC = 1'b0;
					counterY = counterY + 2'd2;
				end  
			end
			else
				netDone <= 1'b1;
		end
	end
endmodule
```
==> reports/metrics.csv <==
metric,value,unit
antenna_cells,0,
hold_path_class,flip-flop to flip-flop,
ys_warn_count,1,
yosysUniqueCellTypes,40,
met2_usage,0.0512,
io_buffers,10,
fmax,0.540,GHz
p_int,552,uW
swShare,0.241,
crit_type,flip-flop to flip-flop,
drc_errors,0,
initial_core_util,0.130,
synth.cell_area,880,sq um
ys_seq_frac,0.387,
drt_iter0_markers,7,
r2r-start,counterY[0],
fp.coreArea,6760,sq um
worstMarginPinSlew,0.368,ns
switchingPower,176,uW
ys_sh_mux,0.0341,
top_usage_layer,met2,
simple_gate_share,0.317,
cp_data_required_time,2.17,ns
n_fill_cell,760,
status,"finished, final reports clean",
aoi_share,0.122,
antenna_found_initial,0,
ys_top_logic_family,simple AND/OR/NAND/NOR gates,
drv_cap,0,
period_minus_slack,1.85,ns
p_seq_frac,0.508,
cts.sinks,17,
rsz0062_at_grt,false,
die_area,10600,sq um
hold_path.startpoint,yNetOut[2],
row_count,30,
ir_drop,332,uV
insertion_delay,0.25,ns
numSynthFlops,17,
yosys_area,880,sq um
hold_viol,0,
grt_pass1_vias,611,
area.growth.synth_to_final,27.6,%
tns,0,ns
p_comb_frac,0.145,
arrival,2.02,ns
cts.path.max_buffers,2,
cts_tree,done,
gr-total-overflow,0,
avgRoutedWirePerCell,9.63,um
final_cell_mix,"17 x dfxtp_1, 16 x nor2_1, 10 x clkdlybuf4s50_1",
final_max_slew_viol_count,0,
post_drt_via_cell_ratio,3.70,
fp.dieW,103,um
grt_usage,0.0346,
maxSlewHeadroom,0.755,
gr-usage-met3,0.0149,
drive_above_1_share,0.148,
grt_max_degree,13,
finalCritPeriodShare,0.926,
syn_area_per_cell,9.16,sq um
synth_stat.cells,96,
vias,696,
ant_nets,0,
end_kind,flip-flop,
hpwl,1.37,mm
lay_top_count,dfxtp_1,
critical_path.max_fanout,6,
start_kind,flip-flop,
startpoint,counterY[0],
pwr_density_cell,648,nW/um^2
yosysTopAreaCell,dfxtp_1,
place_congestion,0.844,
met1_usage,0.0471,
drt-pass1-iter-count,4,
clockRootBuffer,clkbuf_8,
fin_worst_skew,0.00153,ns
warning_count,25,
wirelength,1.81,mm
p_leak,0.416,nW
top_cell_area_share,0.387,
ios,11,
die_h,103,um
grt_pass1_wl,3.04,mm
finalPower,728,uW
cts.clk_slew.worst_paths,0.06,ns
cts_buffers,3,
htreeDepth,1,
syn_inst,96,
fa_ha_area_frac,0.0284,
p_clk_frac,0.347,
xor_share,0.0498,
finalSetupViolCount,0,
topCellsByArea,"dfxtp_1 39%, nor2_1 6.8%, buf_6 3.8%",
[registers in the layout, indices dropped and copies added, names as in the netlist]
name,count
counterC,2
netDone,1
yNetOut,7
counterY,7
[through the flow]
step                      utilization  cell area [sq um]  std cells  hold WS [ns]  setup slack, ns
after floorplan                     -                880         96         0.437            0.163
after global placement          0.159               1070        184         0.480            0.172
after detailed placement        0.159               1070        184         0.491            0.153
after CTS                       0.165               1120        188         0.501            0.138
after global routing            0.166               1120        188         0.515           0.0435
final                           0.166               1120        188         0.492            0.148
[critical path, cell delays in order (launching register included)]
cell      delay [ns]
dfxtp_1         0.36
ha_1            0.24
xor2_1          0.15
ha_1            0.19
and3b_2         0.23
nand4_1         0.09
nand3_1         0.09
o2111a_1        0.26
a211oi_2        0.17
[final cells by class]
class | count | area (sq um) | share of cell area
Timing Repair Buffer | 14 | 143 | 0.127
Sequential cell | 17 | 340 | 0.303
Inverter | 1 | 3.75 | 0.00334
Clock buffer | 4 | 45.0 | 0.0401
Multi-Input combinational cell | 72 | 490 | 0.437
Tap cell | 80 | 100 | 0.0892
[layer usage]
layer,vias up,routed length (um)
met5,-,0
met4,0,0
met3,0,134
met2,9,809
met1,315,866
li1,372,-
[cell families (layout without fill, tap and decap cells)]
logic type	after synthesis	count (layout)
compound gates	15	15
buf+inv	7	19
simple gates	47	47
mux	3	3
flops	17	17
fa+ha+maj	2	2
xor+xnor	5	5
[synth_stat cells, drive strengths merged]
| library cell | number |
|---|---|
| nor2 | 17 |
| xnor2 | 3 |
| xor2 | 2 |
| a31oi | 1 |
| nand2b | 2 |
| nand2 | 3 |
| nor3 | 7 |
| inv | 1 |
| a21boi | 1 |
| dfxtp | 17 |
| ha | 2 |
| clkbuf | 1 |
| and2b | 2 |
| o2111a | 1 |
| buf | 5 |
| a22oi | 1 |
| a211oi | 3 |
| and4 | 2 |
| o21ai | 3 |
| a21oi | 3 |
| nand4b | 1 |
| mux2i | 3 |
| or2b | 1 |
| nand4 | 2 |
| and3 | 2 |
| and3b | 2 |
| o2111ai | 2 |
| nor3b | 1 |
| nand3 | 4 |
| nor4bb | 1 |
[path summary, 6_finish.rpt]
check | cells past startpoint | slack [ns] | endpoint
max | 8 | 0.15 | counterY[5]
min | 2 | 0.49 | yNetOut[2]
max reg2reg | 8 | 0.15 | counterY[5]
min reg2reg | 2 | 0.49 | yNetOut[2]
[power groups by stage]
stage | registers [mW] | clock network [mW] | logic (mW)
final | 0.370 | 0.252 | 0.105
after global routing | 0.372 | 0.276 | 0.120
after CTS | 0.370 | 0.262 | 0.106
[what timing repair did]
item / CTS / global route
setup endpoints to repair: 0 / 1
hold buffers: 0 / 0
setup buffers: 0 / 0
gates resized: 0 / 1
No activity file was given, so power comes from the tool's default toggle rates.
