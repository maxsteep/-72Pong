### design/flow/config.mk
export PLATFORM = sky130hd
export DESIGN_NAME = solveBall
export DESIGN_NICKNAME = solveBall
export VERILOG_FILES = /design/flow/design.v
export SDC_FILE = /design/flow/constraint.sdc
export NUM_CORES = 4
export LEC_CHECK = 1
export CORE_UTILIZATION = 40
### design/flow/constraint.sdc
current_design solveBall

set clk_period 4.9
set clk_io_pct 0.2

create_clock -name clk0 -period $clk_period [get_ports {clock}]

set non_clock_inputs [all_inputs -no_clocks]
set_input_delay [expr $clk_period * $clk_io_pct] -clock clk0 $non_clock_inputs
set_output_delay [expr $clk_period * $clk_io_pct] -clock clk0 [all_outputs]
### design/flow/design.v
module solveBall(clock, resetn, gameStart, enable, ibsDone, SECollIn, PCollIn, xIBSIn, yIBSIn, directionIBSIn, PCollInner,
				 SECollDone, PCollDone, SECollInner,
				 ballTestSolved, ballSolved, xBallCoordOut, yBallCoordOut, xTestBallCoordOut, yTestBallCoordOut);
	input clock;
	input resetn;
	input gameStart;
	input enable;
	input ibsDone;
	input [2:0] SECollIn;	 
	input [2:0] PCollIn;	 
	input [7:0] xIBSIn;		 
	input [6:0] yIBSIn;		 
	input [2:0] directionIBSIn;	 
	input PCollInner;
	input SECollDone;
	input PCollDone;
	input SECollInner;	 
	output reg ballTestSolved;
	output reg ballSolved;
	output reg [7:0] xBallCoordOut;
	output reg [6:0] yBallCoordOut;
	output reg [7:0] xTestBallCoordOut;
	output reg [6:0] yTestBallCoordOut;
	reg [2:0] currentDirection;
	always@(posedge clock) begin
		if(resetn) begin
			xBallCoordOut <= 8'b0;
			yBallCoordOut <= 7'b0;
			ballSolved <= 1'b0;
			xTestBallCoordOut <= 1'b0;
			yTestBallCoordOut <= 1'b0;
			ballTestSolved <= 1'b0;
		end
		else if(enable) begin
			if(((!SECollIn)||(!PCollIn))&&(ibsDone)) begin	 
				xBallCoordOut <= xIBSIn;
				yBallCoordOut <= yIBSIn;
				currentDirection <= directionIBSIn;
				case(currentDirection)
					3'b01: begin
						xBallCoordOut <= xBallCoordOut - 4'd2;
						yBallCoordOut <= yBallCoordOut - 4'd2;
						ballSolved <= 1'b1;
					end
					3'b10: begin
						xBallCoordOut <= xBallCoordOut + 4'd2;
						yBallCoordOut <= yBallCoordOut - 4'd2;
						ballSolved <= 1'b1;
					end
					3'b11: begin
						xBallCoordOut <= xBallCoordOut + 4'd2;
						yBallCoordOut <= yBallCoordOut + 4'd2;
						ballSolved <= 1'b1;
					end
					3'b100: begin
						xBallCoordOut <= xBallCoordOut - 4'd2;
						yBallCoordOut <= yBallCoordOut + 4'd2;
						ballSolved <= 1'b1;
					end
					default: begin	 
						xBallCoordOut <= 8'b0;
						yBallCoordOut <= 7'b0;
						ballSolved <= 1'b0;
						xTestBallCoordOut <= 1'b0;
						yTestBallCoordOut <= 1'b0;
					end
				endcase
				if(ballSolved)
					ballSolved <= 1'b0;
			end
			else if((SECollIn==3'b01)||(SECollIn==3'b11)) begin	 
				case(SECollIn) 	 
					3'b01: begin	 
						if (currentDirection == 3'b10) begin
							if(SECollInner) begin
								xBallCoordOut <= xTestBallCoordOut;
								yBallCoordOut <= (yTestBallCoordOut + 1'b1);
								currentDirection <= 3'b11;
								ballSolved <= 1'b1;
							end
							else begin
								xBallCoordOut <= xTestBallCoordOut;
								yBallCoordOut <= yTestBallCoordOut;
								currentDirection <= 3'b11;
								ballSolved <= 1'b1;
							end
						end	
						else if (currentDirection == 3'b01) begin
							if(SECollInner) begin
								xBallCoordOut <= xTestBallCoordOut;
								yBallCoordOut <= (yTestBallCoordOut + 1'b1);
								currentDirection <= 3'b100;
								ballSolved <= 1'b1;
							end
							else begin
								xBallCoordOut <= xTestBallCoordOut;
								yBallCoordOut <= yTestBallCoordOut;
								currentDirection <= 3'b100;
								ballSolved <= 1'b1;
							end
						end	
					end
					3'b11: begin	 
						if (currentDirection == 3'b11) begin
							if(SECollInner) begin
								xBallCoordOut <= xTestBallCoordOut;
								yBallCoordOut <= (yTestBallCoordOut - 1'b1);
								currentDirection <= 3'b10;
								ballSolved <= 1'b1;
							end
							else begin
								xBallCoordOut <= xTestBallCoordOut;
								yBallCoordOut <= yTestBallCoordOut;
								currentDirection <= 3'b10;
								ballSolved <= 1'b1;
							end
						end	
						else if (currentDirection == 3'b100) begin
							if(SECollInner) begin
								xBallCoordOut <= xTestBallCoordOut;
								yBallCoordOut <= (yTestBallCoordOut - 1'b1);
								currentDirection <= 3'b01;
								ballSolved <= 1'b1;
							end
							else begin
								xBallCoordOut <= xTestBallCoordOut;
								yBallCoordOut <= yTestBallCoordOut;
								currentDirection <= 3'b01;
								ballSolved <= 1'b1;
							end
						end	
					end				
					default: begin	 
						xBallCoordOut <= 8'b0;
						yBallCoordOut <= 7'b0;
						ballSolved <= 1'b0;
						xTestBallCoordOut <= 1'b0;
						yTestBallCoordOut <= 1'b0;
					end
				endcase
				if(ballSolved)
					ballSolved <= 1'b0;
			end
			else if(PCollIn) begin
				case(PCollIn)
					3'b01: begin	 
						if (currentDirection == 3'b01) begin
							if(PCollInner) begin
								xBallCoordOut <= xTestBallCoordOut + 1'b1;
								yBallCoordOut <= (yTestBallCoordOut - 1'b1);
								currentDirection <= 3'b10;
								ballSolved <= 1'b1;
							end
							else begin
								xBallCoordOut <= xTestBallCoordOut;
								yBallCoordOut <= yTestBallCoordOut;
								currentDirection <= 3'b10;
								ballSolved <= 1'b1;
							end
						end	
						else if (currentDirection == 3'b101) begin
							if(PCollInner) begin
								xBallCoordOut <= xTestBallCoordOut + 1'b1;
								yBallCoordOut <= (yTestBallCoordOut - 1'b1);
								currentDirection <= 3'b10;
								ballSolved <= 1'b1;
							end
							else begin
								xBallCoordOut <= xTestBallCoordOut;
								yBallCoordOut <= yTestBallCoordOut;
								currentDirection <= 3'b10;
								ballSolved <= 1'b1;
							end
						end	
						else if (currentDirection == 3'b100) begin
							if(PCollInner) begin
								xBallCoordOut <= xTestBallCoordOut + 1'b1;
								yBallCoordOut <= (yTestBallCoordOut - 1'b1);
								currentDirection <= 3'b11;
								ballSolved <= 1'b1;
							end
							else begin
								xBallCoordOut <= xTestBallCoordOut;
								yBallCoordOut <= yTestBallCoordOut;
								currentDirection <= 3'b11;
								ballSolved <= 1'b1;
							end
						end	
					end
					3'b110: begin	 
						if (currentDirection == 3'b01) begin
							if(PCollInner) begin
								xBallCoordOut <= xTestBallCoordOut + 1'b1;
								yBallCoordOut <= yTestBallCoordOut;
								currentDirection <= 3'b10;
								ballSolved <= 1'b1;
							end
							else begin
								xBallCoordOut <= xTestBallCoordOut;
								yBallCoordOut <= yTestBallCoordOut;
								currentDirection <= 3'b10;
								ballSolved <= 1'b1;
							end
						end	
						else if (currentDirection == 3'b101) begin
							if(PCollInner) begin
								xBallCoordOut <= xTestBallCoordOut + 1'b1;
								yBallCoordOut <= yTestBallCoordOut;
								currentDirection <= 3'b110;
								ballSolved <= 1'b1;
							end
							else begin
								xBallCoordOut <= xTestBallCoordOut;
								yBallCoordOut <= yTestBallCoordOut;
								currentDirection <= 3'b110;
								ballSolved <= 1'b1;
							end
						end	
						else if (currentDirection == 3'b100) begin
							if(PCollInner) begin
								xBallCoordOut <= xTestBallCoordOut + 1'b1;
								yBallCoordOut <= yTestBallCoordOut;
								currentDirection <= 3'b11;
								ballSolved <= 1'b1;
							end
							else begin
								xBallCoordOut <= xTestBallCoordOut;
								yBallCoordOut <= yTestBallCoordOut;
								currentDirection <= 3'b11;
								ballSolved <= 1'b1;
							end
						end	
					end
					3'b101: begin	 
						if (currentDirection == 3'b01) begin
							if(PCollInner) begin
								xBallCoordOut <= xTestBallCoordOut + 1'b1;
								yBallCoordOut <= (yTestBallCoordOut + 1'b1);
								currentDirection <= 3'b10;
								ballSolved <= 1'b1;
							end
							else begin
								xBallCoordOut <= xTestBallCoordOut;
								yBallCoordOut <= yTestBallCoordOut;
								currentDirection <= 3'b10;
								ballSolved <= 1'b1;
							end
						end	
						else if (currentDirection == 3'b101) begin
							if(PCollInner) begin
								xBallCoordOut <= xTestBallCoordOut + 1'b1;
								yBallCoordOut <= (yTestBallCoordOut + 1'b1);
								currentDirection <= 3'b11;
								ballSolved <= 1'b1;
							end
							else begin
								xBallCoordOut <= xTestBallCoordOut;
								yBallCoordOut <= yTestBallCoordOut;
								currentDirection <= 3'b11;
								ballSolved <= 1'b1;
							end
						end	
						else if (currentDirection == 3'b100) begin
							if(PCollInner) begin
								xBallCoordOut <= xTestBallCoordOut + 1'b1;
								yBallCoordOut <= (yTestBallCoordOut + 1'b1);
								currentDirection <= 3'b11;
								ballSolved <= 1'b1;
							end
							else begin
								xBallCoordOut <= xTestBallCoordOut;
								yBallCoordOut <= yTestBallCoordOut;
								currentDirection <= 3'b11;
								ballSolved <= 1'b1;
							end
						end	
					end
					3'b10: begin	 
						if (currentDirection == 3'b10) begin
							if(PCollInner) begin
								xBallCoordOut <= xTestBallCoordOut - 1'b1;
								yBallCoordOut <= (yTestBallCoordOut - 1'b1);
								currentDirection <= 3'b01;
								ballSolved <= 1'b1;
							end
							else begin
								xBallCoordOut <= xTestBallCoordOut;
								yBallCoordOut <= yTestBallCoordOut;
								currentDirection <= 3'b01;
								ballSolved <= 1'b1;
							end
						end	
						else if (currentDirection == 3'b110) begin
							if(PCollInner) begin
								xBallCoordOut <= xTestBallCoordOut - 1'b1;
								yBallCoordOut <= (yTestBallCoordOut - 1'b1);
								currentDirection <= 3'b01;
								ballSolved <= 1'b1;
							end
							else begin
								xBallCoordOut <= xTestBallCoordOut;
								yBallCoordOut <= yTestBallCoordOut;
								currentDirection <= 3'b01;
								ballSolved <= 1'b1;
							end
						end	
						else if (currentDirection == 3'b11) begin
							if(PCollInner) begin
								xBallCoordOut <= xTestBallCoordOut - 1'b1;
								yBallCoordOut <= (yTestBallCoordOut - 1'b1);
								currentDirection <= 3'b100;
								ballSolved <= 1'b1;
							end
							else begin
								xBallCoordOut <= xTestBallCoordOut;
								yBallCoordOut <= yTestBallCoordOut;
								currentDirection <= 3'b100;
								ballSolved <= 1'b1;
							end
						end	
					end	 
					3'b11: begin	 
						if (currentDirection == 3'b10) begin
							if(PCollInner) begin
								xBallCoordOut <= xTestBallCoordOut - 1'b1;
								yBallCoordOut <= yTestBallCoordOut;
								currentDirection <= 3'b01;
								ballSolved <= 1'b1;
							end
							else begin
								xBallCoordOut <= xTestBallCoordOut;
								yBallCoordOut <= yTestBallCoordOut;
								currentDirection <= 3'b01;
								ballSolved <= 1'b1;
							end
						end	
						else if (currentDirection == 3'b110) begin
							if(PCollInner) begin
								xBallCoordOut <= xTestBallCoordOut - 1'b1;
								yBallCoordOut <= yTestBallCoordOut;
								currentDirection <= 3'b101;
								ballSolved <= 1'b1;
							end
							else begin
								xBallCoordOut <= xTestBallCoordOut;
								yBallCoordOut <= yTestBallCoordOut;
								currentDirection <= 3'b101;
								ballSolved <= 1'b1;
							end
						end	
						else if (currentDirection == 3'b11) begin
							if(PCollInner) begin
								xBallCoordOut <= xTestBallCoordOut - 1'b1;
								yBallCoordOut <= yTestBallCoordOut;
								currentDirection <= 3'b100;
								ballSolved <= 1'b1;
							end
							else begin
								xBallCoordOut <= xTestBallCoordOut;
								yBallCoordOut <= yTestBallCoordOut;
								currentDirection <= 3'b100;
								ballSolved <= 1'b1;
							end
						end	
					end
					3'b100: begin	 
						if (currentDirection == 3'b10) begin
							if(PCollInner) begin
								xBallCoordOut <= xTestBallCoordOut - 1'b1;
								yBallCoordOut <= yTestBallCoordOut + 1'b1;
								currentDirection <= 3'b01;
								ballSolved <= 1'b1;
							end
							else begin
								xBallCoordOut <= xTestBallCoordOut;
								yBallCoordOut <= yTestBallCoordOut;
								currentDirection <= 3'b01;
								ballSolved <= 1'b1;
							end
						end	
						else if (currentDirection == 3'b110) begin
							if(PCollInner) begin
								xBallCoordOut <= xTestBallCoordOut - 1'b1;
								yBallCoordOut <= yTestBallCoordOut + 1'b1;
								currentDirection <= 3'b100;
								ballSolved <= 1'b1;
							end
							else begin
								xBallCoordOut <= xTestBallCoordOut;
								yBallCoordOut <= yTestBallCoordOut;
								currentDirection <= 3'b100;
								ballSolved <= 1'b1;
							end
						end	
						else if (currentDirection == 3'b11) begin
							if(PCollInner) begin
								xBallCoordOut <= xTestBallCoordOut - 1'b1;
								yBallCoordOut <= yTestBallCoordOut + 1'b1;
								currentDirection <= 3'b100;
								ballSolved <= 1'b1;
							end
							else begin
								xBallCoordOut <= xTestBallCoordOut;
								yBallCoordOut <= yTestBallCoordOut;
								currentDirection <= 3'b100;
								ballSolved <= 1'b1;
							end
						end	
					end
					default: begin	 
							xBallCoordOut <= 8'b0;
							yBallCoordOut <= 7'b0;
							ballSolved <= 1'b0;
							xTestBallCoordOut <= 1'b0;
							yTestBallCoordOut <= 1'b0;
						end
				endcase
				if(ballSolved)
					ballSolved <= 1'b0;
			end
			else begin		 
				if((!SECollDone)&&(!PCollDone)) begin
					xTestBallCoordOut <= xBallCoordOut;	 
					yTestBallCoordOut <= yBallCoordOut;
					case(currentDirection)
						3'b01: begin
							xTestBallCoordOut <= xTestBallCoordOut - 4'd2;
							yTestBallCoordOut <= yTestBallCoordOut - 4'd2;
							ballTestSolved <= 1'b1;
						end
						3'b10: begin
							xTestBallCoordOut <= xTestBallCoordOut + 4'd2;
							yTestBallCoordOut <= yTestBallCoordOut - 4'd2;
							ballTestSolved <= 1'b1;
						end
						3'b11: begin
							xTestBallCoordOut <= xTestBallCoordOut + 4'd2;
							yTestBallCoordOut <= yTestBallCoordOut + 4'd2;
							ballTestSolved <= 1'b1;
						end
						3'b100: begin
							xTestBallCoordOut <= xTestBallCoordOut - 4'd2;
							yTestBallCoordOut <= yTestBallCoordOut + 4'd2;
							ballTestSolved <= 1'b1;
						end
						3'b101: begin
							xTestBallCoordOut <= xTestBallCoordOut + 4'd2;
							yTestBallCoordOut <= yTestBallCoordOut;
							ballTestSolved <= 1'b1;
						end
						3'b110: begin
							xTestBallCoordOut <= xTestBallCoordOut - 4'd2;
							yTestBallCoordOut <= yTestBallCoordOut;
							ballTestSolved <= 1'b1;
						end
						default: begin
							xBallCoordOut <= 8'b0;
							yBallCoordOut <= 7'b0;
							ballSolved <= 1'b0;
							ballTestSolved <= 1'b0;
							xTestBallCoordOut <= 1'b0;
							yTestBallCoordOut <= 1'b0;
						end
					endcase
					if(ballTestSolved)
						ballTestSolved <= 1'b0;
				end
				else if ((SECollDone)&&(PCollDone)) begin	 
					xBallCoordOut <= xTestBallCoordOut;
					yBallCoordOut <= yTestBallCoordOut;
					ballSolved <= 1'b1;
					if(ballSolved)
						ballSolved <= 1'b0;
				end
			end
		end
	end
endmodule
### design/flow/run.sh
#!/bin/bash
# OpenROAD 26Q1-2900-gdf79404cd8, Yosys 0.63+post, stock flow scripts
make -C /OpenROAD-flow-scripts/flow DESIGN_CONFIG=/design/flow/config.mk WORK_HOME=/design/flow/orfs finish
==> Changelog: implementation <==
### Physical design

* Yosys Chip Area at approximately 3400 um2
* Fmax at 261.3 MHz
* Crit Path Class: in -> reg
* Clk latency of the worst-skew pair at 290 ps
* Distinct lib cells used at 75
* Placement Setup Slack at between 700 and 800 ps
* Clock power frac at 30.6%
* Clock transition at path regs at approximately 80 ps
* Final Hold Viols at 0
* Hold depth at 2
* R2r setup slk at 1640 ps
* Cells in synth_stat.txt at 449
* Synth area leaders: dfxtp_1 (18%), ha_1 (8.8%), o21ai_0 (6.3%), a21oi_1 (6.0%), nand2_1 (3.8%)
* RD Place Congestion at 0.9067
* RSZ-0062 raised after global routing: false
* Critical Path RT at 5130 ps
* Yosys synthesis warning count at 1
* DRT iter0 DRCs at 239
* CTS HTree Levels at 2
* N_diodes at 0
* Ports at between 60 and 70
* Crit path capture type: flop
* CP max stage delay at around 640 ps
* Logic gate share of total power at between 30% and 40%
* Cell type with the largest total area: dfxtp_1
* Die Height at around 95 um
* Grt ovf at 0
* Switching share of power at between 30 and 40%
* Post-CTS sizing at 0
* Worst path depth at 7
* DRT antenna net count at 0
* Area grow syn2layout at 18.30%
* PortBufs at around 46
* Share of layout cells above drive strength 1 at 7.469%
* Die W at 94.53 um
* Most frequent cell after synthesis: o21ai_0
* Average cell area after synthesis at 7.627 um2
* Row cnt at 33
* Final setup TNS at 0 ps
* FP Util at roughly two fifths
* Filler cell count at 809
* Arr. time, crit path at 4050 ps
* Total clock buffers created by CTS at 5
* Register-to-Register Path Depth at 12
* Drt pass-1 iters at 5
* Fin. max-slew vios at 0
* Clock Skews at 6.783 ps
* Largest net degree at the start of global routing at 26
* OpenROAD warnings at about 45
* Critical path cell sequence: clkdlybuf4s50_1 > nor4b_2 > or2_1 > o211ai_4 > a31o_4 > or4_1 > a31oi_1
* Initial antenna violation count at 0
* Sequential power share at between 30% and 40%
* CTS tree: done
* Crit Path Max Fanout at 17
* P_int at ~560 uW
* Slew @ Worst Pin at about 840 ps
* Setup Fix Bufs, Post-CTS at 0
* Clk Tree Root Cell: clkbuf_8
* Vias in the first global route at 3264
* Status: finished, final reports clean
* Final setup fails at 0
* Mapped Area at 3425 um2
* All-Layer GR Usage at between 20% and 30%
* Family with the most delay on the worst path: simple AND/OR/NAND/NOR gates
* Final worst path period share at 78.11%
* Setup ws final at 1072 ps
* Total leakage power at 0.001556 uW
* Wire length of the first global-routing pass at 16150 um
* Vias per cell at 5.840
* Core ar. at 8258 um2
* Post-synth EDFFs at 3
* Power Dens Cells at 207.3 nW/um2
* Tmin final at 3828 ps
* Peak supply drop at 0.1030 mV
* Synth flops at 33
* Slowest-stage cell, CP: or2_1
* P_sw at approximately 280 uW
* Number of max-cap violations at 0
* Max-slew headroom at 44.15%
* Die area at approximately 8900 um2
* WL/cell at between 15 and 20 um
* Synth top cells by count: o21ai_0 (43), a21oi_1 (41), nand2_1 (35)
* Post-synth ARST share at 0%
* Drt drc at 0
* Cts hold-fix bufs at 0
* Buffer depth of the longest clock path at 2
* Worst setup SP type: input port
* CTS sink cnt at 33
* Hold WC Path Type: reg -> reg
* Main flop type: dfxtp_1
* HPWL after detailed placement at between 7000 and 8000 um
* Post-Syn Instances at 449
* Area leader share at approximately 18%
* Final WL at between 9000 and 10000 um
* WP buf/inv at 1
* Total number of vias at about 3400
* Seq/Total Area, Yosys at just over 20%
==> metal layers <==
layer,global-route usage (%),routed length [um]
met1,33.80,4545
met2,38.59,4466
met3,2.614,428
met4,4.419,179
met5,0,0
==> metrics by stage <==
| step | util, % | hold slack, ps | cell area [um2] | std cells | power (uW) |
|---|---|---|---|---|---|
| 5_1_grt | 49.06 | 520.4 | 4051 | 587 | 894.3 |
| 4_1_cts | 49.06 | 489.5 | 4051 | 587 | 845.3 |
| 6_report | 49.06 | 482.8 | 4051 | 587 | 839.7 |
| 2_1_floorplan | - | 434.4 | 3428 | 450 | 500.5 |
| 3_3_place_gp | 47.71 | 470.6 | 3940 | 579 | 584.9 |
| 3_5_place_dp | 47.71 | 478.4 | 3940 | 579 | 587.2 |
==> kinds of logic (layout without fill, tap and decap cells) <==
| family | after synthesis | after routing | share of synthesized area [%] |
|---|---|---|---|
| compound gates | 171 | 171 | 33.50 |
| flops | 33 | 33 | 20.17 |
| other cells | 1 | 2 | 0.1095 |
| xor+xnor | 20 | 20 | 5.115 |
| fa+ha+maj | 30 | 30 | 11.69 |
| buf+inv | 49 | 81 | 6.284 |
| simple gates | 142 | 142 | 22.25 |
| mux | 3 | 3 | 0.8769 |
==> area by class of cell <==
class	instances	area [um2]	share of cell area (%)
tap	105	131.4	3.243
inverter	18	67.56	1.668
clock buffer	8	111.4	2.749
multi-input combinational	368	2522	62.26
timing repair buffer	55	528.0	13.03
sequential	33	690.7	17.05
==> worst register-to-register path, cell delays in order (launching register included) <==
cell      delay (ps)
edfxtp_1         690
nor2_1           140
nand2_1          110
o21ai_0          100
buf_4            190
inv_1            280
ha_1             300
a21o_1           190
a311o_1          340
a21oi_1          180
xnor2_1          100
or4_1            400
a31oi_1          160
==> cell usage in the layout, fill, tap and decap left out, types with 4 or more instances in the layout <==
| cell | count |
|---|---|
| a21oi_1 | 41 |
| clkbuf_8 | 6 |
| and2_1 | 4 |
| a31oi_1 | 15 |
| o21ai_0 | 43 |
| buf_4 | 9 |
| ha_1 | 24 |
| nor2b_1 | 7 |
| dfxtp_1 | 30 |
| clkdlybuf4s50_1 | 46 |
| xor2_1 | 8 |
| o21a_1 | 4 |
| o221ai_1 | 4 |
| a21o_1 | 12 |
| nand2_1 | 35 |
| nand2b_1 | 10 |
| nand3_1 | 13 |
| nor2_1 | 28 |
| fa_1 | 4 |
| inv_1 | 18 |
| nor3_1 | 13 |
| or3_1 | 6 |
| a211oi_1 | 9 |
| xnor2_1 | 12 |
| nor4_1 | 4 |
| or4_1 | 5 |
==> power by group through the flow <==
| stage | Clock (uW) | Sequential [uW] | Combinational [uW] |
|---|---|---|---|
| 6_report | 257 | 305 | 278 |
| 5_1_grt | 273 | 308 | 313 |
| 4_1_cts | 262 | 305 | 278 |
==> sequential cells by signal (all words and copies together), names as in the netlist <==
signal and cells:
yBallCoordOut 7, yTestBallCoordOut 6, ballSolved 1, xBallCoordOut 8, xTestBallCoordOut 7, ballTestSolved 1, currentDirection 3
==> worst paths after layout <==
| path | to | from |
|---|---|---|
| worst max-delay path | yTestBallCoordOut[6] | ibsDone |
| worst min-delay path | xBallCoordOut[0] | xBallCoordOut[0] |
| worst max register to register | yTestBallCoordOut[6] | currentDirection[0] |
| worst min register to register | xBallCoordOut[0] | xBallCoordOut[0] |
Power is estimated from default activity; no workload was simulated.
